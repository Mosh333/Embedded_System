<file path="run.sh">
#!/bin/bash
# OpenROAD 26Q1-2900-gdf79404cd8, Yosys 0.63+post, stock flow scripts
make -C /OpenROAD-flow-scripts/flow DESIGN_CONFIG=/design/flow/config.mk WORK_HOME=/design/flow/orfs finish
</file>
<file path="config.mk">
export PLATFORM = sky130hd
export DESIGN_NAME = Nios_Touch_Panel_Interface
export DESIGN_NICKNAME = Nios_Touch_Panel_Interface
export VERILOG_FILES = /design/flow/design.v
export SDC_FILE = /design/flow/constraint.sdc
export NUM_CORES = 4
export LEC_CHECK = 1
export CORE_UTILIZATION = 30
</file>
<file path="constraint.sdc">
current_design Nios_Touch_Panel_Interface

set clk_period 8.9
set clk_io_pct 0.2

create_clock -name clk0 -period $clk_period [get_ports {Clock}]

set non_clock_inputs [all_inputs -no_clocks]
set_input_delay [expr $clk_period * $clk_io_pct] -clock clk0 $non_clock_inputs
set_output_delay [expr $clk_period * $clk_io_pct] -clock clk0 [all_outputs]
</file>
<file path="design.v">
`timescale 1ns/100ps
`default_nettype none
module Nios_Touch_Panel_Interface (
	input logic Clock,
	input logic Resetn,	
	input logic Touch_En,
	input logic Coord_En,
	input logic [11:0] X_Coord,
	input logic [11:0] Y_Coord,	
	input  logic [3:0] address,
	input  logic chipselect,
	input  logic read,
	input  logic write,
	output logic [31:0] readdata,
	input  logic [31:0] writedata,
	output logic irq
);
logic [1:0] Touch_en_edge;
logic [5:0] Touch_en_info;
logic [31:0] Touch_en_counter, Touch_en_limit;
logic [11:0] x_coord_reg, y_coord_reg;
logic [5:0] LCD_keypad;
always_ff @(posedge Clock or negedge Resetn) begin
	if (~Resetn) readdata <= 32'd0;
	else begin
		case (address[1:0])
			2'd0 : readdata <= { Touch_En,
				3'h0, x_coord_reg, 4'h0, y_coord_reg };
			2'd1 : readdata <= Touch_en_limit;
			2'd2 : readdata <= { 26'd0, Touch_en_info };
			default : readdata <= 32'd0;
		endcase
	end
end
always_ff @(posedge Clock or negedge Resetn) begin
	if (~Resetn) Touch_en_limit <= 32'hFFFFFFFF;
	else if (chipselect & write &
		(address == 32'd1)) Touch_en_limit <= writedata;
end
logic active_flag;
always_ff @(posedge Clock or negedge Resetn) begin
	if (~Resetn) begin
		Touch_en_info <= 6'd0;
		active_flag <= 1'b0;
	end else begin
		if (~Touch_en_info[5]) active_flag <= 1'b0;
		else if (Coord_En) active_flag <= 1'b1;
		if (chipselect & write &
			(address == 32'd2)
		) begin
			Touch_en_info <= writedata[5:0];
		end else begin
			Touch_en_info[5] <= Touch_En;
			if (Coord_En) Touch_en_info[4] <= 1'b1;
			if (Touch_en_counter == 32'd0) Touch_en_info[3] <= 1'b1;
			if (Touch_en_edge == 2'b10) Touch_en_info[2] <= 1'b1;
			if (Touch_en_edge == 2'b01) Touch_en_info[1] <= 1'b1;
			if (active_flag & (Touch_en_counter == 32'd0))
				Touch_en_info[0] <= 1'b1; 
		end 
	end
end
assign irq = Touch_en_info[0];
always_ff @(posedge Clock or negedge Resetn) begin
	if (~Resetn) begin
		Touch_en_counter <= 32'd0;
		Touch_en_edge <= 2'b00;
	end else begin
		Touch_en_edge <= { Touch_en_edge[0], Touch_En };
		if (~Touch_En) Touch_en_counter <= 32'd0;
		else if (active_flag) begin
			if (Touch_en_counter == 32'd0)
				Touch_en_counter <= Touch_en_limit;
			else Touch_en_counter <= Touch_en_counter - 32'd1;
		end
	end
end
always_ff @(posedge Clock or negedge Resetn) begin
	if (~Resetn) begin
		x_coord_reg <= 12'h000;
		y_coord_reg <= 12'h000;
		LCD_keypad = 6'd0;
	end else begin
		if (Coord_En) begin 
			x_coord_reg <= X_Coord; 
			y_coord_reg <= Y_Coord; 
		end 
		if ( Touch_En & 
			({1'b0,x_coord_reg[11:4]} >= 9'hC9) & 
			({1'b0,x_coord_reg[11:4]} <= 9'hF1)
		) begin
			if (
				({1'b0,y_coord_reg[11:4]} >= 9'h17) &
				({1'b0,y_coord_reg[11:4]} <= 9'h33)
			) LCD_keypad[0] <= 1'b1;
			else LCD_keypad[0] <= 1'b0;
			if (
				({1'b0,y_coord_reg[11:4]} >= 9'h3D) & 
				({1'b0,y_coord_reg[11:4]} <= 9'h58)
			) LCD_keypad[1] <= 1'b1;
			else LCD_keypad[1] <= 1'b0;
			if (
				({1'b0,y_coord_reg[11:4]} >= 9'h62) & 
				({1'b0,y_coord_reg[11:4]} <= 9'h7E)
			) LCD_keypad[2] <= 1'b1;
			else LCD_keypad[2] <= 1'b0;
			if (
				({1'b0,y_coord_reg[11:4]} >= 9'h88) & 
				({1'b0,y_coord_reg[11:4]} <= 9'hA4)
			) LCD_keypad[3] <= 1'b1;
			else LCD_keypad[3] <= 1'b0;
			if (
				({1'b0,y_coord_reg[11:4]} >= 9'hAE) & 
				({1'b0,y_coord_reg[11:4]} <= 9'hC9)
			) LCD_keypad[4] <= 1'b1;
			else LCD_keypad[4] <= 1'b0;
			if (
				({1'b0,y_coord_reg[11:4]} >= 9'hD3) & 
				({1'b0,y_coord_reg[11:4]} <= 9'hEF)
			) LCD_keypad[5] <= 1'b1;
			else LCD_keypad[5] <= 1'b0;
		end else LCD_keypad <= 6'd0;
	end
end
endmodule
</file>
==> results.yml <==
# synthesis and place-and-route metrics
outcome:
  status: "finished clean"
final_timing:
  report.final.slew_viol_count: 0
  tns_ns: 0
  max_freq_mhz: 288
  finalSetupViolCount: 0
  finClkSkew_ns: 0.00371
  timing.final.crit_period_ns: 3.48
  period_used_share: 0.391
  rsz0062_at_grt: "false"
  hold_viol_final: 0
  maxSlewHeadroom: 0.485
  worst_pin_slew_ns: 0.766
yosys:
  yosysUniqueCellTypes: 47
  yosysSeqAreaShare: 0.559
  area_leaders: "dfrtp_1 42%, dfstp_2 14%, mux2_2 11%"
  ys_cells: 507
  yosys_warnings: 1
  async_reset_ff_frac: 1.00
  syn_inst: 507
  yosys.area.top_type: "dfrtp_1"
  avgSynthCellArea_um2: 11.5
  ff_type: "dfrtp_1"
  syn_area_um2: 5850
  synth.most_common_cell: "dfrtp_1"
  top_area_frac: 0.415
  edf_count: 0
  yosys-stat-area_um2: 5850
  ys_top_cells_by_count: "97 x dfrtp_1, 57 x mux2_2, 42 x mux2i_1"
  ys.flops: 129
clock_network:
  cts_setup_buffers: 0
  hold_buffers: 0
  cts_tree: "built"
  cts_htree_levels: 4
  path_clk_slew_ns: 0.05
  cts_resized: 0
  cts_root_buf: "clkbuf_16"
  cts_buffers: 17
  clock.latency.late_pin_ns: 0.41
  cts_buffer_depth: 2
  clock-sinks: 129
setup_path:
  crit_path_start_kind: "primary input"
  crit_type: "in2reg"
  cp_max_fo: 27
  cp-end-kind: "flip-flop"
  worstPathRequired_ns: 9.20
  crit_arrival_ns: 3.77
cells_and_area:
  syn_to_final_growth_pct: 30.5
  top_regs: "Touch_en_counter x32, Touch_en_limit x32, readdata x32"
  instances_no_fill: 874
  drive_gt1_frac: 0.220
route:
  detail_route.wirelength_um: 13900
  dr.pass1.iters: 5
  vias: 4318
  initialDrtViolationCount: 302
  vias_per_cell: 4.94
  route.detailed.drc: 0
  routedWlPerCell_um: 16.0
  antenna_cells: 0
  antenna_left: 0
global_route:
  grt_pass1_wl_um: 23300
  track_usage: 0.152
  overflow: 0
  grt_max_degree: 56
  grt_pass1_vias: 4430
  antenna_found_initial: 0
hold_path:
  hold_class: "reg2reg"
power:
  p_per_area_nw_per_um2: 332
  ir_drop_mv: 0.203
  p_total_uw: 2530
  leakagePower_uw: 0.00325
floorplanning:
  die_h_um: 142
  die_x_um: 142
  design.core.area_um2: 18900
  pin_count: 100
  rows: 50
  die-area_um2: 20000
  fp-utilization: 0.309
run:
  cap_violations: 0
  warnings: 27
place:
  dp.cells: 842
  finalWeightedCongestion: 0.874
  dp_hpwl_um: 9500
  portBuffers: 98
[cells in the final DEF (no fill, tap or decap), types with 2 or more instances in the layout]
cell             Yosys  layout
o41ai_1              3       3
nor4_1              12      12
or4_1                8       8
nor2_1              36      36
clkbuf_1            21       4
o22ai_1              8       8
nand2b_1             2       2
or3_1               12      12
o311ai_0             5       5
mux2_2              57      57
clkinv_2             0       3
ha_1                 2       2
clkdlybuf4s50_1      0      96
mux2i_1             42      42
inv_1                6       6
o31ai_1              3       3
o211ai_1             3       3
a21oi_1             15      15
nand2_1             29      29
o21a_1               6       6
and2_1               8       8
nand3_1             15      15
nor2b_1              4       4
clkbuf_8             0       2
o21ai_1              2       2
nor3b_1              2       2
buf_4                1      12
nor3_1              15      15
nand3b_1             2       2
nand4_1              3       3
o21ai_0             21      21
a31oi_1             10      10
clkbuf_16            0      17
dfrtp_1             97      97
dfstp_2             32      32
clkinvlp_4           0       4
[cells by family after synthesis]
family,synth area share
AND-OR/OR-AND,0.0863
adder cells (fa/ha/maj),0.00428
buffers and inverters,0.0298
flip-flops,0.559
multiplexers,0.182
AND/OR/NAND/NOR,0.139
[critical path, stage by stage]
cell             delay [ns]
clkdlybuf4s50_1        0.45
buf_4                  0.32
nor2b_1                0.49
nand2_1                0.37
mux2_2                 0.36
[through the flow]
stage          hold WS, ns  area, um^2  setup WS [ns]   util
3_5_place_dp         0.394        7080           5.01  0.375
6_report             0.395        7630           5.42  0.404
5_1_grt              0.402        7630           5.30  0.404
4_1_cts              0.397        7630           5.46  0.404
3_3_place_gp         0.387        7080           5.01  0.375
2_1_floorplan        0.374        5850           5.71      -
[area by class of cell]
type                            instances  area [um^2]
Multi-Input combinational cell        338         2400
Clock inverter                          9         83.8
Inverter                                6         22.5
Sequential cell                       129         3270
Timing Repair Buffer                  109         1060
Fill cell                            1791        11300
Tap cell                              260          325
Clock buffer                           23          468
[power by group]
group	switching (uW)	internal, uW	leakage (uW)
Sequential	109	727	0.00157
Clock	248	398	0.000260
Combinational	616	431	0.00142
Total	973	1560	0.00325
[per-layer routing]
metal  part of all wire  global-route usage  vias up
li1                   -                   -     2041
met1               0.45               0.228     2110
met2               0.46               0.238      149
met3              0.065              0.0351       18
met4              0.017              0.0238        0
met5                  0                   0        -
[final timing paths]
path                                       from                    to  slack (ns)  depth (start not counted)
setup / recovery                     address[1]      Touch_en_info[5]        5.42                          5
hold / removal                 Touch_en_edge[0]      Touch_en_edge[1]        0.40                          0
setup reg to reg           Touch_en_counter[15]  Touch_en_counter[10]        5.89                          6
hold reg to reg                Touch_en_edge[0]      Touch_en_edge[1]        0.40                          0
max in group asynchronous                Resetn  Touch_en_counter[18]        6.65                          2
min in group asynchronous                Resetn           readdata[2]        1.25                          1
Power is estimated from default activity; no workload was simulated.
